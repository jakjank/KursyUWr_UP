==> design.v <==
module pwm_generator (
    input wire clk,        
    input wire [7:0] threshold,  
    output reg pwm_out
);
    reg [7:0] counter = 0;
    always @(posedge clk) begin
        counter <= counter + 1;
        pwm_out <= (counter < threshold) ? 1'b1 : 1'b0;
    end
endmodule
module LedWave1(
    input  wire CLOCK_50,
    output wire [9:0] LEDR
);
    reg [15:0] pwm_counter = 0;
    reg [23:0] wave_timer = 0;
    reg [3:0] wave_pos = 0;
    reg [7:0] brightness[9:0];
    integer i;
	 integer direction = 1;
    always @(posedge CLOCK_50) pwm_counter <= pwm_counter + 1;
    always @(posedge CLOCK_50) begin
        wave_timer <= wave_timer + 1;
        if (wave_timer == 24'd6_000_000) begin
            wave_timer <= 0;
				if (wave_pos == 1) direction <= 1;  
            else if (wave_pos == 9) direction <= -1;
            wave_pos <= wave_pos + direction;
        end
    end
	 parameter MIN_BRIGHT = 8'd8;
    always @(*) begin
        for (i = 0; i < 10; i = i + 1) begin
            integer dist;
            dist = (i > wave_pos) ? (i - wave_pos) : (wave_pos - i);
            if (dist == 0)
					brightness[i] = 8'd255;
				else
					brightness[i] = MIN_BRIGHT + (255 >> dist);
        end
    end
    genvar j;
    generate
        for (j = 0; j < 10; j = j + 1) begin : generate_block
            assign LEDR[j] = (pwm_counter[7:0] < brightness[j]) ? 1'b1 : 1'b0;
        end
    endgenerate
endmodule
==> run.sh <==
#!/bin/bash
# OpenROAD 26Q1-2900-gdf79404cd8, Yosys 0.63+post, stock flow scripts
make -C /OpenROAD-flow-scripts/flow DESIGN_CONFIG=/design/flow/config.mk WORK_HOME=/design/flow/orfs finish
==> config.mk <==
export PLATFORM = sky130hd
export DESIGN_NAME = LedWave1
export DESIGN_NICKNAME = LedWave1
export VERILOG_FILES = /design/flow/design.v
export SDC_FILE = /design/flow/constraint.sdc
export NUM_CORES = 4
export LEC_CHECK = 1
export CORE_UTILIZATION = 50
==> constraint.sdc <==
current_design LedWave1

set clk_period 4.2
set clk_io_pct 0.2

create_clock -name clk0 -period $clk_period [get_ports {CLOCK_50}]

set non_clock_inputs [all_inputs -no_clocks]
set_input_delay [expr $clk_period * $clk_io_pct] -clock clk0 $non_clock_inputs
set_output_delay [expr $clk_period * $clk_io_pct] -clock clk0 [all_outputs]
==> deck_impl_summary.md <==
Synthesis and Place & Route Summary

Clock tree
  – H-Tree Depth: 2
  – Clock Sinks: 37
  – Total CTS buffers: 5
  – Latency at later pin: 0.28 ns
  – Root Buffer: clkbuf_16
  – Number of buffers on the longest clock path: 2
  – TritonCTS clock tree: yes
  – Worst-path clk slew: 0.06 ns

Critical path
  – Crit-path max FO: 5
  – Slowest stage cell on the critical path: edfxtp_1
  – Worst Path Arrival: 4.01 ns
  – Crit Path Class: flip-flop to primary output
  – Worst setup EP type: primary output
  – R2R Setup Slk: 1.88 ns
  – Critical Path Source Type: flip-flop
  – Crit path cell chain: inv_4 > buf_4 > buf_12 > ha_4 > nand3b_4 > and3_4 > o32a_1 > nor3_4 > ha_2 > nand2b_1 > or4_4 > o221ai_2 > ha_1 > a21o_1 > a21o_1 > a21oi_2 > o311a_1 > dlymetal6s2s_1
  – Slowest cell delay on critical path: 0.51 ns
  – Top cell by count, worst path: a21o_1
  – CP Data Required Time: 3.36 ns
  – Reg2Reg Depth: 7

Yosys
  – Async S/R FF share, synth: 0%
  – XORs/XNORs by Area: 7.806%
  – Synth Area per Inst: 7.937 um^2
  – Ys flop type: dfxtp_1
  – Synth flops: 37
  – Main logic family: adder cells
  – Yosys simple share: 23.29%
  – Adder Share, Synth: 24.00%
  – Sequential cell area fraction in the yosys report: 13.59%
  – Synth Cell Area: 0.005818 mm^2
  – Ao+oa area frac: 23.68%
  – Unique cell types: 92
  – Mux contribution to synthesized area: 2.452%
  – Post-synth EDFFs: 5
  – Yosys Instances: 733
  – Synthesized netlist cell count: 733
  – Ys Warns: 2
  – Chip area in the Yosys report: 0.005818 mm^2

Final timing
  – Final Hold Fails: 0
  – Fmax: 206.1 MHz
  – Relative slew slack: 42.14%
  – Worst Skew: 0.005394 ns
  – RSZ-0062 raised after global routing: yes
  – Final WS setup: -0.6522 ns
  – Final Max Slew Viols: 0
  – Hold WS: 0.4886 ns
  – Crit share post-route: 115.5%
  – Min Clock Period, post-route: 4.852 ns
  – Worst-margin pin slew: 0.8667 ns
  – TNS Setup: -3.373 ns
  – Setup-failing EPs final: 10

Floorplanning
  – I/O pins: 11
  – FP Rows: 39
  – Placeable Area: 0.01137 mm^2
  – Die ar.: 0.01207 mm^2
  – Fp util: 51.17%
  – Die width: 109.9 um
  – Die Height: 109.9 um

GRT
  – First-pass GRT wire length: 27760 um
  – Largest net degree at the start of global routing: 21
  – Total Routing Usage GR: 30.34%
  – Initial antenna violation count: 0
  – Vias in the first global route: 5514
  – Gr ovfl total: 0

Worst hold path
  – Hold Path Class: flip-flop to flip-flop
  – Hold Path Depth: 1

Route
  – Pre-antenna DRT Iters: 5
  – # diodes: 0
  – Antenna-violating nets left: 0
  – Wire per inst: 17.72 um
  – Final wirelength: 19430 um
  – DRC viols: 0
  – Vias per inst: 5.844
  – Initial DRC count: 410
  – Via count: 6411

Finish
  – Synth-to-layout area growth: 54.00%
  – Commonest Layout Cell: buf_4
  – Fill cells: 704
  – Fin area: 0.008960 mm^2
  – Logic area: 0.005710 mm^2
  – Share of layout cells above drive strength 1: 42.87%
  – Sequential cell area: 790.8 um^2
  – Most instantiated logic cells after routing: buf_4 (197), ha_1 (76), nor2_1 (59)
  – Post-Layout Cell Count: 1097

Pwr
  – Lkg Pwr: 4.227 nW
  – Final Power: 0.8310 mW
  – Pwr Density: 92.74 mW/mm^2
  – Maximum vdd drop: 0.2314 mV

Place
  – RD Place Congestion: 0.9424
  – Total placed cells including tap cells: 1022
  – # port buffers: 10
  – Dpl cell area: 0.007372 mm^2
  – Post-DP HPWL: 13320 um

Status
  – Status: finished, violations left
  – Failing checks: setup timing

Job
  – Max-Cap Viols: 0
  – Log Warnings: 46
final cells by class:
type	instances	share of cell area [%]
clock buffer	6	1.676
clock inverter	2	0.4329
inverter	31	1.494
multi-input combinational	638	63.73
sequential	37	8.826
tap	143	1.997
timing repair buffer	240	21.84
state kept, by name (all words and copies together), names as in the netlist:
register,flops
wave_pos,4
direction,1
pwm_counter,8
wave_timer,24
routing by layer:
layer / vias up / part of all wire (%) / GRT usage [%] / routed length, um
li1: 3155 / - / - / -
met1: 3066 / 50 / 47.10 / 9634
met2: 167 / 43 / 46.34 / 8307
met3: 23 / 6.2 / 4.350 / 1206
met4: 0 / 1.5 / 2.571 / 285
met5: - / 0 / 0 / 0
worst max-delay path, delay by kind of cell, from the launching register on:
kind,cells,cell delay (ns)
flops,1,0.51
compound gates,6,1.18
fa+ha+maj,3,0.61
buf+inv,4,0.42
simple gates,5,0.97
metrics by stage:
stage                     setup WS (ns)  utilization [%]
final                           -0.6522            78.80
after global routing            -0.8234            78.80
after CTS                       -0.8334            69.69
after detailed placement        -0.5534            64.84
after global placement          -0.5474            64.84
after floorplan                 -0.2167                -
synthesized netlist by cell type, types with 5 or more instances:
master / n / area share [%]
and4_1: 5 / 0.75
a211oi_1: 5 / 0.65
buf_6: 6 / 1.2
inv_1: 28 / 1.8
nand2_1: 53 / 3.4
xor2_1: 18 / 2.7
nand3_1: 25 / 2.2
nor2_1: 62 / 4.0
nand4_1: 11 / 1.2
o21a_1: 8 / 1.0
edfxtp_1: 5 / 2.6
ha_1: 110 / 24
nand2b_1: 13 / 1.4
nor2b_1: 17 / 1.8
xnor2_1: 32 / 4.8
dfxtp_1: 32 / 11
and3_1: 14 / 1.5
buf_2: 10 / 0.86
mux2i_1: 12 / 2.1
a21oi_1: 51 / 4.4
o21ai_1: 12 / 1.0
a31oi_1: 11 / 1.2
a21o_1: 20 / 2.6
or4_1: 5 / 0.65
or3_1: 5 / 0.54
and2_1: 8 / 0.86
o21ai_0: 31 / 2.7
nor3_1: 15 / 1.3
clkbuf_1: 7 / 0.45
where the power goes:
| part | internal, mW | switching (mW) | leakage [nW] |
|---|---|---|---|
| registers | 0.358 | 0 | 0.316 |
| clock network | 0.318 | 0.155 | 0.0926 |
| logic | 0 | 0 | 3.82 |
repair_timing:
item	CTS	global route
hold buffers	0	0
setup buffers	21	52
endpoints found under the setup margin	10	10
pin swaps	27	82
resized	56	157
cells by family after synthesis:
group,after synthesis
flops,37
compound gates,204
mux,14
simple gates,258
xor+xnor,51
fa+ha+maj,111
buf+inv,58
final timing paths:
kind | to | start
hold / removal | wave_timer[23] | wave_timer[23]
setup reg to reg | wave_timer[17] | wave_timer[0]
hold reg to reg | wave_timer[23] | wave_timer[23]
setup / recovery | LEDR[5] | wave_pos[1]
No activity file was given, so power comes from the tool's default toggle rates.
