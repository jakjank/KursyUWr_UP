**flow/run.sh**
```bash
#!/bin/bash
# OpenROAD 26Q1-2900-gdf79404cd8, Yosys 0.63+post, stock flow scripts
make -C /OpenROAD-flow-scripts/flow DESIGN_CONFIG=/design/flow/config.mk WORK_HOME=/design/flow/orfs finish
```
**flow/config.mk**
```make
export PLATFORM = sky130hd
export DESIGN_NAME = dsp_multiplier
export DESIGN_NICKNAME = dsp_multiplier
export VERILOG_FILES = /design/flow/design.v
export SDC_FILE = /design/flow/constraint.sdc
export NUM_CORES = 4
export LEC_CHECK = 1
export CORE_UTILIZATION = 50
```
**flow/constraint.sdc**
```tcl
current_design dsp_multiplier

set clk_period 1.0
set clk_io_pct 0.2

create_clock -name clk0 -period $clk_period [get_ports {clk}]

set non_clock_inputs [all_inputs -no_clocks]
set_input_delay [expr $clk_period * $clk_io_pct] -clock clk0 $non_clock_inputs
set_output_delay [expr $clk_period * $clk_io_pct] -clock clk0 [all_outputs]
```
**flow/design.v**
```verilog
module dsp_multiplier #(
    parameter W = 32
)(
    input  wire           clk,
    input  wire           rst,
    input  wire           start,
    input  wire [W-1:0]   a,
    input  wire [W-1:0]   b,
    output reg  [2*W-1:0] product,
    output reg            done
);
    reg [2*W-1:0] mul_pipe;
    (* multstyle = "dsp" *)
    wire [2*W-1:0] mul_comb = a * b;
    always @(posedge clk or posedge rst) begin
        if (rst) begin
            mul_pipe <= 0;
            product  <= 0;
            done     <= 0;
        end else begin
            mul_pipe <= mul_comb;    
            product  <= mul_pipe;    
            done     <= start;       
        end
    end
endmodule
```
==> ci_impl_report.md <==
## Synthesis and layout report

| Metric | Value |
|---|---|
| Run status | `finished, violations left` |
| Failing checks | `setup timing` |
| Parity-gate share of the synthesized area counting xor and xnor cells | `0.0143` |
| Worst EP required | `1300 ps` |
| R2r startpoint | `mul_pipe[54]` |
| Root buffer cell | `clkbuf_16` |
| Most common reg cell | `dfrtp_1` |
| Per-cell routed wire length | `21.5 um` |
| Worst rel slew slack | `0.690` |
| Final period demand of the worst path | `6700 ps` |
| DRC violation count after routing | `0` |
| Share of the core filled with cells in the final layout | `0.685` |
| Max-cap violation count | `0` |
| Sum of negative setup slack | `-306550 ps` |
| Maximum operating frequency | `149 MHz` |
| CTS clock-pin slew for the worst setup and hold paths | `70 ps` |
| Total count of max-transition violations in the final report | `0` |
| Largest net degree at the start of global routing | `22` |
| Chip area | `0.0746 sq mm` |
| Cell count of the worst reg-to-reg path | `0` |
| Complex-gate fraction of the synthesized area | `0.0382` |
| Global routing usage summed across all routing layers | `0.354` |
| Top cell type's share of synthesized area | `0.488` |
| Top fanout value on the critical path | `5` |
| Pre-Place Util | `0.505` |
| Ys cells | `3860` |
| Mux share | `0` |
| Area share of fa/ha/maj cells after synthesis | `0.577` |
| Yosys warnings | `1` |
| R2R setup slack | `430 ps` |
| Cell area after synthesis | `0.0368 sq mm` |
| Die height | `273 um` |
| Largest family of logic cells by area | `adder cells` |
| Number of hold buffers added after cts | `0` |
| Wire length of the first global-routing pass | `182000 um` |
| Endpoint arrival time on the critical path | `7000 ps` |
| Most instantiated cells after synthesis | `fa_1 (896), inv_1 (869), and2_1 (604)` |
| Synth-to-Final Area Change | `35.7%` |
| Clock buffers created by TritonCTS | `17` |
| Worst slack after detailed placement | `-6540 ps` |
| Width of the die | `273 um` |
| Post-detailed-routing wire length | `117000 um` |
| Minimum setup slack in the final design | `-5700 ps` |
| Part of the Yosys area used for sequential elements | `0.0878` |
| Number of filler cells placed in the layout | `5277` |
| Yosys cell types | `65` |
| Number of buffers on the longest clock path | `2` |
| Final tally of setup violations | `127` |
| Worst r2r dst | `product[54]` |
| Hold Path Class | `input port to asynchronous set/reset pin` |
| Flops after synth | `129` |
| Number of global-route vias before repair | `30901` |
| Half-perimeter wire length of the detailed placement result | `84900 um` |
| Number of flops mapped to enable cells by yosys | `0` |
| Period utilization | `6.70` |
| Slew @ Worst Pin | `462 ps` |
| CTS H-tree depth | `4` |
| Grt ovf | `0` |
| TritonCTS Sinks | `129` |
| Worst setup path class | `input port to register` |
| Dominant cell type by area after synthesis | `fa_1` |
| DRC violation total after the first TritonRoute iteration | `1230` |
| Worst hold margin | `166 ps` |
| Clock network latency to the later pin of the worst-skew pair | `410 ps` |
| Biggest area contributors in the synthesized netlist | `fa_1 (49%), and2_1 (10%), ha_1 (8.9%), inv_1 (8.9%), dfrtp_1 (8.8%)` |
| DR vias | `28763` |
| Number of detailed-route iterations in the first pass | `23` |
| Worst-case clock skew | `7.47 ps` |
| Average size of a mapped cell | `9.53 sq um` |
| Site Rows | `99` |
| Share of flip-flops with an asynchronous set or reset after synthesis | `1.00` |
| Number of port buffers | `131` |
| Kind of start point of the critical path | `input port` |
| Unrepaired setup endpoints after global routing | `yes` |
| Most instantiated library cell after synthesis | `fa_1` |
| I/O Pins | `132` |
| Yosys synthesis chip area | `0.0368 sq mm` |
| Type of destination of the critical path | `register` |
| Cells after Synth | `3860` |
| TritonCTS clock tree | `yes` |
| Number of nets still failing antenna checks after routing | `0` |
| Initial antenna violation count | `4` |
| RD Place Congestion | `0.940` |
| Via count normalized by instance count | `5.26` |
| Count of warning messages emitted by the tools | `28` |
| Post-Synth Simple-Gate Area | `0.171` |
| Std-Cell Core Area | `0.0728 sq mm` |
| Final hold vios | `0` |
| Layout cells sized above 1 | `0.308` |
[kinds of logic (layout without fill, tap and decap cells)]
logic type / Yosys count / after routing
adder cells (fa/ha/maj): 1159 / 1159
AND-OR/OR-AND: 219 / 219
flip-flops: 129 / 129
XOR/XNOR: 60 / 60
AND/OR/NAND/NOR: 1205 / 1205
buffers and inverters: 1088 / 1728
other: 0 / 6
[flip-flops by register name, indices dropped and copies added (netlist names)]
name	cells
done	1
product	64
mul_pipe	64
[worst max path at each step]
| stage | start | to | slack, ps | cells after the start |
|---|---|---|---|---|
| after CTS | a[17] | mul_pipe[55] | -5570 | 23 |
| after global routing | a[17] | mul_pipe[54] | -5900 | 24 |
| final | a[17] | mul_pipe[54] | -5700 | 24 |
[per-layer routing]
layer / wire [um] / vias to the layer above / track usage / share of wire
li1: - / 12514 / - / -
met1: 42000 / 14717 / 0.481 / 0.36
met2: 56500 / 1214 / 0.544 / 0.48
met3: 13600 / 316 / 0.153 / 0.12
met4: 5270 / 2 / 0.105 / 0.045
met5: 8 / - / 0 / 0.000068
[through the flow]
step / area [sq um] / instances
floorplan: 38100 / 3860
global placement: 43900 / 5208
detailed placement: 43900 / 5208
CTS: 48800 / 5431
global route: 49900 / 5462
finish: 49900 / 5465
[cell usage in the layout (no fill, tap or decap), types with 25 or more instances in the layout]
master,n
buf_6,112
a21oi_1,39
ha_4,60
fa_1,802
inv_2,70
fa_2,94
inv_1,798
buf_16,36
ha_1,201
dfrtp_1,129
and2_4,107
a21o_1,25
buf_2,75
and2_1,499
buf_4,436
nand2_1,459
buf_12,115
[area by class of cell]
class                           count  area (sq um)  area share
Clock inverter                     15           156     0.00313
Tap cell                          959          1200      0.0240
Timing Repair Buffer              827          9370       0.188
Antenna cell                        6          15.0    0.000301
Inverter                          869          3270      0.0654
Clock buffer                       17           425     0.00853
Multi-Input combinational cell   2643         32200       0.646
Sequential cell                   129          3230      0.0647
[worst max-delay path, stage by stage]
cell      delay [ps]
buf_12           120
buf_12           130
buf_6            110
and2_4           130
fa_1             500
fa_1             610
inv_2             50
fa_2             420
fa_1             570
inv_2             40
fa_2             560
fa_1             430
fa_1             520
fa_2             540
ha_4             310
nand4_1          140
buf_4            200
nor4_4           420
nand2_1          170
o221ai_4         210
o21ai_2          120
nor4_2           270
nor3_1            80
xnor2_1          120
[repair_timing]
| action | CTS | global route |
|---|---|---|
| endpoints found under the setup margin | 129 | 127 |
| resized | 1014 | 236 |
| gates cloned | 58 | 5 |
| buffers inserted | 143 | 40 |
| pin swaps | 290 | 227 |
